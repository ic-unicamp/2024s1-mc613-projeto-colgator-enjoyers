==> flow/design.v <==
module clock_divider (
    input wire CLK_50,
    output reg CLK_25
);
reg [24:0] counter;
always @(posedge CLK_50) begin
    if (counter == 24'd0) begin
        counter = 24'd0;
        CLK_25 = ~CLK_25;
    end else begin
        counter = counter + 1;
    end
end
initial begin
    CLK_25 <= 0; 
end
endmodule
==> flow/run.sh <==
#!/bin/bash
# OpenROAD 26Q1-2900-gdf79404cd8, Yosys 0.63+post, stock flow scripts
make -C /OpenROAD-flow-scripts/flow DESIGN_CONFIG=/design/flow/config.mk WORK_HOME=/design/flow/orfs finish
==> flow/config.mk <==
export PLATFORM = sky130hd
export DESIGN_NAME = clock_divider
export DESIGN_NICKNAME = clock_divider
export VERILOG_FILES = /design/flow/design.v
export SDC_FILE = /design/flow/constraint.sdc
export NUM_CORES = 4
export LEC_CHECK = 1
export CORE_AREA = 10 10 107 107
export DIE_AREA = 0 0 117 117
==> flow/constraint.sdc <==
current_design clock_divider

set clk_period 3.4
set clk_io_pct 0.2

create_clock -name clk0 -period $clk_period [get_ports {CLK_50}]

set non_clock_inputs [all_inputs -no_clocks]
set_input_delay [expr $clk_period * $clk_io_pct] -clock clk0 $non_clock_inputs
set_output_delay [expr $clk_period * $clk_io_pct] -clock clk0 [all_outputs]
==> qor.yml <==
die:
  die_h_microns: 117
  pin_count: 2
  fp.coreArea_sq_mm: 0.009196
  rows: 35
  dieArea_sq_mm: 0.01369
  fp.dieW_microns: 117
  fp-utilization_pct: 11.84
drt:
  firstDrtPassIters: 3
  viasPerCell: 3.279
  num_antenna_cells: 0
  drtIter0Drc: 25
  wl_mm: 1.732
  antenna_left: 0
  wl_per_cell_microns: 7.802
  drcViolationCount: 0
  vias: 728
global_route:
  use_met2_pct: 3.900
  grt_use_total_pct: 2.649
  antenna_found_initial: 0
  grt.met3_usage_pct: 0.4128
  use_met1_pct: 3.987
  grt-busiest-layer: "met1"
  grt_start_max_net_pins: 15
  grt_pass1_wl_mm: 3.070
  grt_pass1_vias: 671
  grt-ovfl-total: 0
pwr:
  power_leakage_nw: 0.4347
  power_frac_comb_pct: 0
  p_clk_share_pct: 39.1
  net-switching-power_w: 0.00009263
  p_per_area_mw_per_mm2: 388.3
  power_w: 0.0005018
  p_seq_share_pct: 60.9
  peakVddDrop_mv: 0.2035
  internal_power_w: 0.0004092
  p_sw_share_pct: 18.46
run_status:
  status: "complete, no violations"
clock_network:
  hold_buffers: 0
  clk_pin_slew_ns: 0.09
  ctsResizeCount: 0
  htreeDepth: 1
  cts_root_buf: "clkbuf_8"
  clk-insertion-delay-late_ns: 0.27
  cts_buffers: 3
  cts_sinks: 26
  cts_tree: "yes"
  ctsLongestPathBuffers: 2
  post_cts_buffers: 0
sta:
  fin_ws_ns: 1.639
  report.final.slew_viol_count: 0
  worst_pin_slew_ns: 0.5421
  hold_viol: 0
  fin_tns_setup_ns: 0
  fmax_ghz: 0.5679
  rsz0062_at_grt: "no"
  whs_ns: 0.4682
  setup_viol: 0
  max_slew_margin_pct: 63.58
  fin_crit_ns: 1.761
  fin_crit_sh_pct: 51.79
  fin_skew_ns: 0.002031
logic_synthesis:
  top_area_cell: "dfxtp_1"
  ys_ff: 26
  synth_cells: 106
  synth_warnings: 1
  syn-mean-instance-area_sq_um: 10.27
  top_cells_by_area: "dfxtp_1 46%, xnor2_1 13%, xor2_1 5.6%"
  ys_cells: 106
  top_cell_area_share_pct: 45.98
  yosysUniqueCellTypes: 22
  syn_area_sq_mm: 0.001089
  yosys-stat-area_sq_mm: 0.001089
  yosys.stat.seqShare_pct: 48.74
cells_and_area:
  fillers: 1048
  area_growth_pct: 18.74
  lay_top_count: "dfxtp_1"
  seqCellArea_sq_um: 530.5
  drive_above_1_share_pct: 9.910
  final_layout_top_logic_cells: "25 x dfxtp_1, 16 x xnor2_1, 10 x nand3_1, 8 x nand2_1"
  comb_area_sq_um: 543.0
  fin_area_sq_mm: 0.001292
hold_path:
  worstHoldPathType: "flip-flop to flip-flop"
  hold_start: "counter[24]"
  hold_path_end: "counter[24]"
  hold_depth: 1
placement:
  place_congestion: 0.8193
  port_buffers: 1
  dpl.hpwl_mm: 1.258
  pre_cts_slack_ns: 1.784
  post_dp_cell_area_sq_mm: 0.001237
worst_setup_path:
  cp_max_fo: 2
  ff2ff_path_depth: 5
  cpMaxStageDelayCell: "clkdlybuf4s50_1"
  crit_arrival_ns: 1.08
  crit_chain: "clkdlybuf4s50_1"
  max_stage_delay_ns: 0.47
  startpoint_type: "flip-flop"
  cp-end-kind: "output port"
  path_class: "flip-flop to output port"
  r2r-end: "counter[22]"
  cp_num_buf_inv: 1
  r2r_start: "counter[0]"
  cp_top_family: "buffers and inverters"
  crit_required_ns: 2.72
  rrSetupSlack_ns: 1.77
flow_run:
  warnings: 26
  max-cap-violations: 0
## through the flow
| stage | util, % | instances |
|---|---|---|
| 6_report | 14.05 | 222 |
| 2_1_floorplan | - | 106 |
| 3_5_place_dp | 13.46 | 218 |
| 4_1_cts | 14.05 | 222 |
| 3_3_place_gp | 13.46 | 218 |
| 5_1_grt | 14.05 | 222 |
## power by group through the flow
| stage | clock network [W] | registers [W] | logic (W) |
|---|---|---|---|
| 6_report | 0.000196 | 0.000306 | 0.000000000193 |
| 5_1_grt | 0.000216 | 0.000306 | 0.000000000193 |
| 4_1_cts | 0.000202 | 0.000306 | 0.000000000193 |
## synth_stat cells
cell type,count
nor4b_1,1
nor2b_1,1
xor2_1,7
nand2_1,8
ha_1,2
nor4_4,1
and3_1,3
xnor2_1,16
nor3_2,2
nor3_1,1
or2_2,1
nand4_1,4
nand3_1,10
or2_1,1
nand4_2,2
edfxtp_1,1
and4_1,3
nor4_1,5
dfxtp_1,25
inv_1,4
nand3_2,1
nor2_1,7
## worst max path at each step
stage	depth (start not counted)	from	endpoint	slack, ns
4_1_cts	1	CLK_25	CLK_25	1.61
5_1_grt	1	CLK_25	CLK_25	1.59
6_report	1	CLK_25	CLK_25	1.64
## kinds of logic after synthesis
logic type | count (synthesis) | share of synthesized area (%)
xor gates and xnor gates | 23 | 18.51
adders and majority gates | 2 | 2.298
buffers and inverters | 4 | 1.379
DFF | 26 | 48.74
and+or+nand+nor | 51 | 29.08
## flip-flops by register name (all words and copies together) (netlist names)
register / flops
CLK_25: 1
counter: 25
## area by class of cell
type,count,area share [%]
Timing Repair Buffer,1,0.7744
Sequential cell,26,41.05
Clock buffer,4,4.259
Inverter,4,1.162
Tap cell,111,10.75
Multi-Input combinational cell,76,42.01
## routing by layer
metal,up-vias,share of wire (%),routed length (microns)
met1,342,51,888
met5,-,0,0
met4,0,1.7,30
met2,3,45,780
li1,379,-,-
met3,4,1.8,32
Power figures rest on the tool's default switching activity, not on a simulated workload.
