**./config.mk**
```make
export PLATFORM = sky130hd
export DESIGN_NAME = ball_refreshrate
export DESIGN_NICKNAME = ball_refreshrate
export VERILOG_FILES = /design/flow/design.v
export SDC_FILE = /design/flow/constraint.sdc
export NUM_CORES = 4
export LEC_CHECK = 1
export CORE_AREA = 10 10 114 114
export DIE_AREA = 0 0 124 124
```
**./design.v**
```verilog
module ball_refreshrate (
    input wire clk_50MHz,
    input [21:0] N,
    output reg clk_out
);
reg next_clk_out;
reg [21:0] counter;
reg [21:0] next_counter;
always @(posedge clk_50MHz) begin
    clk_out = next_clk_out;
    counter = next_counter;
end
always @(*) begin
    if (counter == (N>>1)) begin
        next_clk_out = ~clk_out;
        next_counter = 1'b1;
    end else begin
        next_clk_out = clk_out;
        next_counter = counter + 1;
    end
end
endmodule
```
**./constraint.sdc**
```tcl
current_design ball_refreshrate

set clk_period 5.8
set clk_io_pct 0.2

create_clock -name clk0 -period $clk_period [get_ports {clk_50MHz}]

set non_clock_inputs [all_inputs -no_clocks]
set_input_delay [expr $clk_period * $clk_io_pct] -clock clk0 $non_clock_inputs
set_output_delay [expr $clk_period * $clk_io_pct] -clock clk0 [all_outputs]
```
**./run.sh**
```bash
#!/bin/bash
# OpenROAD 26Q1-2900-gdf79404cd8, Yosys 0.63+post, stock flow scripts
make -C /OpenROAD-flow-scripts/flow DESIGN_CONFIG=/design/flow/config.mk WORK_HOME=/design/flow/orfs finish
```
==> out/metrics.cfg <==
[floorplan]
height_of_the_die_um = 124
chipArea_mm2 = 0.01538
die_x_um = 124
floorplan.core_area_mm2 = 0.01042
floorplan.rows = 37
io-pin-count = 24
floorplan.core_util_pct = 12.34

[global_route]
global_route.usage.total_pct = 4.529
globalRoute.totalOverflow = 0
maximum_number_of_pins_on_one_net_before_global_route_repair = 17
global_route_wire_length_before_repair_mm = 5.533
grt_pass1_vias = 1083
number_of_antenna_violations_at_the_first_check_in_global_routing = 0

[finish]
areaGrowthSynthToFinish_pct = 33.01
fraction_of_final_layout_cells_sized_beyond_drive_strength_1_pct = 7.317
final-instance-count-excl-fill = 300

[logic_synthesis]
synth_async_sr_flop_share_pct = 0
synth.avg_cell_area_um2 = 8.862
yosys.area_share.adder_pct = 0.9737
post_synthesis_cell_count = 145
ys_cells = 145
xor_share_pct = 23.17
synthDominantAreaCellType = sky130_fd_sc_hd__dfxtp_1
yosys_warnings = 1
synth-simple-area-share_pct = 20.84
ys_chip_area_mm2 = 0.001285
top_cell_area_share_pct = 34.27
synth-seq-cells = 23
ys_sh_aoi_pct = 13.92
yosys.stat.seqShare_pct = 36.61
top_cells_by_area = sky130_fd_sc_hd__dfxtp_1 (34%), sky130_fd_sc_hd__xnor2_1 (20%), sky130_fd_sc_hd__nand4_1 (5.4%), sky130_fd_sc_hd__a21oi_1 (5.1%), sky130_fd_sc_hd__a22oi_1 (3.5%)
synth.mux.area_fraction_pct = 0
postSynth.topFlopCell = sky130_fd_sc_hd__dfxtp_1
ys_top_logic_family = XOR/XNOR gates
netlist.top_cell.by_instances = sky130_fd_sc_hd__xnor2_1
synth.lib_cells_used.distinct = 27
netlist_area_mm2 = 0.001285
synth.cells.most_frequent = sky130_fd_sc_hd__xnor2_1 (29), sky130_fd_sc_hd__dfxtp_1 (22), sky130_fd_sc_hd__a21oi_1 (13)
edf_count = 1

[worst_setup_path]
timing.critical_path.slowest_cell_delay_ns = 0.60
cpLargestDelayFamily = simple AND/OR/NAND/NOR gates
path_buffers = 2
worst_path_max_delay_cell = sky130_fd_sc_hd__nor3_2
cp-end-kind = register
path_cells = clkdlybuf4s50_1 > xnor2_1 > nand4_1 > nor3_2 > buf_4 > and2_1
worst_setup_path_start_kind = input port
crit_path_max_fanout = 14
criticalPathCategory = in2reg
worst_ep_arrival_time_ns = 3.00
timing.critical_path.required_ns = 5.79

[power_and_ir_drop]
total_power_mw = 0.2873
ir_worst_vdd_v = 0.00007768
p_sw_share_pct = 21.66
static-leakage-power_nw = 0.5193
net_switching_power_mw = 0.06222
seqPwrFrac_pct = 55.6
power-per-cell-area_mw_per_mm2 = 168.1
clkPwrFrac_pct = 35.2
comb_pwr_share_pct = 9.2
intPower_mw = 0.2251

[place]
post-place-cells = 296
dp_hpwl_mm = 2.628
pre_cts_slack_ns = 2.509
gp_congestion = 0.8172
port_buffers = 22

[final_timing]
max_freq_ghz = 0.3324
sum_of_negative_setup_slack_ns = 0
finalHoldViolCount = 0
period_needed_ns = 3.009
max_slew.worst_pin.slew_ns = 0.7325
timing_max_transition_violations_final = 0
setup_repair_after_global_routing_missed_its_margin = false
layout_worst_path_cycle_share_pct = 51.87
timing.clock.skew_ns = 0.006100
postLayoutSetupSlackWorst_ns = 2.791
slew_headroom_pct = 50.76
setup_viol = 0

[cts]
cts.clk_slew.worst_paths_ns = 0.09
tritoncts = done
holdBufCountCts = 0
cts.htree.levels = 1
post_cts_buffers = 0
clock_latency_on_the_worst_skew_pair_ns = 0.27
cts_buffer_depth = 2
clkSinkCount = 23
post_cts_resize_count = 0
number_of_buffers_created_by_cts = 3
ctsRootBufferMaster = sky130_fd_sc_hd__clkbuf_8

[drt]
dr.first_iter.drc_count = 73
antenna_nets_post_route = 0
wirelength_mm = 3.384
dr_total_vias = 1077
drt-wirelength-per-cell_um = 11.28
route.detailed.drc = 0
detail_route.antenna_diodes = 0
post_drt_via_cell_ratio = 3.590
dr.pass1.iters = 4

[status]
outcome = completed

[job]
total_tool_warning_count = 26
timing.max_cap.violations = 0

[worst_hold_path]
hold_class = reg2reg

==> layer usage <==
metal	share of wire, %	wire (µm)	global-route usage, %
met2	39	1304	6.391
met5	0	0	0
met4	0.68	23	0.2158
met1	52	1746	6.407
met3	9.2	311	2.250
==> registers in the layout, summed over array words and instances, names as in the netlist <==
register and cells:
clk_out 1, counter 22
==> layout by cell type, fill, tap and decap left out, types with 2 or more instances in the layout <==
cell type / instances
sky130_fd_sc_hd__xor2_1: 5
sky130_fd_sc_hd__clkbuf_8: 3
sky130_fd_sc_hd__a22oi_1: 6
sky130_fd_sc_hd__nand2_1: 6
sky130_fd_sc_hd__and4_1: 2
sky130_fd_sc_hd__nand4_1: 11
sky130_fd_sc_hd__dfxtp_1: 22
sky130_fd_sc_hd__inv_1: 5
sky130_fd_sc_hd__o21ai_0: 6
sky130_fd_sc_hd__nor4_1: 3
sky130_fd_sc_hd__or4_1: 2
sky130_fd_sc_hd__clkdlybuf4s50_1: 22
sky130_fd_sc_hd__or3_1: 6
sky130_fd_sc_hd__nor3_1: 3
sky130_fd_sc_hd__nand3_1: 6
sky130_fd_sc_hd__xnor2_1: 29
sky130_fd_sc_hd__buf_4: 2
sky130_fd_sc_hd__a21oi_1: 13
==> final timing paths <==
kind,slack [ns],endpoint,cells past startpoint,startpoint
worst max-delay path,2.79,clk_out,6,N[5]
worst min register to register,0.53,counter[20],2,counter[20]
worst max register to register,3.64,counter[18],5,counter[0]
worst min-delay path,0.53,counter[20],2,counter[20]
==> kinds of logic after synthesis <==
family / after synthesis
simple gates: 44
xor+xnor: 34
compound gates: 29
flops: 23
buf+inv: 14
fa+ha+maj: 1
==> layout make-up <==
class | instances | area [µm²]
Timing Repair Buffer | 24 | 235.2
Clock buffer | 3 | 41.29
Multi-Input combinational cell | 108 | 768.2
Clock inverter | 1 | 5.005
Fill cell | 1153 | 8707
Inverter | 5 | 18.77
Sequential cell | 23 | 470.5
Tap cell | 136 | 170.2
==> worst register-to-register path, stage by stage (launching register included) <==
cell	delay, ns
sky130_fd_sc_hd__dfxtp_1	0.48
sky130_fd_sc_hd__ha_1	0.27
sky130_fd_sc_hd__nand4_1	0.20
sky130_fd_sc_hd__or4_1	0.62
sky130_fd_sc_hd__or3_1	0.38
sky130_fd_sc_hd__a22oi_1	0.14
==> power groups by stage <==
stage                 logic [mW]  registers [mW]  clock network (mW)
final                     0.0265           0.160               0.101
after global routing      0.0286           0.160               0.110
after CTS                 0.0270           0.160               0.104
==> through the flow <==
stage,util [%],area [µm²],hold WS (ns)
after floorplan,-,1285,0.4757
after global placement,15.96,1663,0.5013
after detailed placement,15.96,1663,0.5108
after CTS,16.41,1709,0.5274
after global routing,16.41,1709,0.5534
final,16.41,1709,0.5263
No activity file was given, so power comes from the tool's default toggle rates.
