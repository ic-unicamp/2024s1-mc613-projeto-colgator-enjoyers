$ cat /design/flow/config.mk
export PLATFORM = sky130hd
export DESIGN_NAME = refreshrate
export DESIGN_NICKNAME = refreshrate
export VERILOG_FILES = /design/flow/design.v
export SDC_FILE = /design/flow/constraint.sdc
export NUM_CORES = 4
export LEC_CHECK = 1
export CORE_AREA = 10 10 97 97
export DIE_AREA = 0 0 107 107
$ cat /design/flow/constraint.sdc
current_design refreshrate

set clk_period 4.3
set clk_io_pct 0.2

create_clock -name clk0 -period $clk_period [get_ports {clk_50MHz}]

set non_clock_inputs [all_inputs -no_clocks]
set_input_delay [expr $clk_period * $clk_io_pct] -clock clk0 $non_clock_inputs
set_output_delay [expr $clk_period * $clk_io_pct] -clock clk0 [all_outputs]
$ cat /design/flow/design.v
module refreshrate (
    input wire clk_50MHz,
    output reg clk_25Hz
);
parameter DIVIDE_FACTOR = 2000000;  
reg [31:0] counter;
always @(posedge clk_50MHz) begin
    counter <= counter + 1;
    if (counter == DIVIDE_FACTOR - 1) begin
        clk_25Hz <= ~clk_25Hz;
        counter <= 0;
    end
end
endmodule
$ cat /design/flow/run.sh
#!/bin/bash
# OpenROAD 26Q1-2900-gdf79404cd8, Yosys 0.63+post, stock flow scripts
make -C /OpenROAD-flow-scripts/flow DESIGN_CONFIG=/design/flow/config.mk WORK_HOME=/design/flow/orfs finish
==> impl_metrics.toml <==
# flow metrics
[logic_synthesis]
synth.distinct_cells = 31
top_area_cell = "dfxtp_1"
ys.flops = 33
ys_seq_share_pct = 46.5
top_area_share_pct = 44.4
synthesis.area_mm2 = 0.00144
syn_area_per_cell_um2 = 9.42
synthTopCellsByArea = "dfxtp_1 (44%), xnor2_1 (9.1%), xor2_1 (7.9%)"
synth_cells = 153
yosys.stat.chipArea_mm2 = 0.00144
async_reset_ff_share_pct = 0
flop_cell = "dfxtp_1"
ys_cells = 153
edf_count = 1
yosys_warnings = 1

[critical_path]
rrSetupSlack_ps = 2400
worst_setup_path_start_kind = "flip-flop"
crit_path_end_kind = "primary output"
cpPeakStageDelay_ps = 470
crit_type = "reg2out"
cp.arrival_ps = 1110
crit_path_max_fanout = 2
required_ps = 3440
critPathTopFamily = "buffers and inverters"
cp_num_buf_inv = 1
cp_cell_sequence = "clkdlybuf4s50_1"
cp_slowest_cell = "clkdlybuf4s50_1"

[sta]
finalClockPeriodUsage_pct = 45.9
slew_violations = 0
skew_ps = 7.58
slew_headroom_pct = 60.3
hold_viol = 0
fmax_mhz = 507
tightest_slew_ps = 593
holdWs_ps = 461
rsz0062_at_grt = "false"
fin_crit_ps = 1970
setup_tns_ps = 0
setup_viol = 0

[route]
postRouteAntennaNets = 0
detail_route.vias_per_cell = 3.79
drt_first_pass_iters = 4
drt_first_iter_violations = 52
num_vias = 986
post-route-drc-count = 0
n_antenna_cell = 0
wirelength_mm = 2.38
wl_per_cell_um = 9.16

[clock_network]
path_clk_slew_ps = 70
cts_buffer_depth = 2
h-tree-depth = 2
hold_buffers = 0
numCtsBuffers = 5
cts-root-buf = "clkbuf_8"
cts_tree = "yes"
clk_latency_ps = 290
cts_sinks = 33
post_cts.repair.setup_buffers = 0
post_cts_resized = 0

[floorplanning]
fp_util_pct = 19.8
chipArea_mm2 = 0.0114
fp.dieH_um = 107
die_w_um = 107
rows = 31
coreArea_mm2 = 0.00729
io_pins = 2

[cells_and_area]
drive_above_1_share_pct = 11.2
lay_top_count = "dfxtp_1"
fillCellCount = 812
final_cell_count_no_fill = 260
area_delta_synth_final_pct = 16.4
layout_top_cells = "dfxtp_1 (32), nand2_1 (19), nor2_1 (18)"

[run]
warnings = 25
drv_cap = 0

[global_route]
grt_use_met3_pct = 1.70
met1_usage_pct = 6.32
track_usage_pct = 4.37
grt_pass1_wl_mm = 4.27
antenna_found_initial = 0
grt_max_degree = 12
grt-busiest-layer = "met1"
met2_usage_pct = 6.19
grt_pass1_vias = 950
grt_overflow = 0

[place]
place_congestion = 0.810
io_buffer_count = 1
dpl.cell_count = 252
hpwl_mm = 1.70

[power_and_ir_drop]
vdd_drop_max_mv = 0.270
cellPowerDensity_mw_per_mm2 = 349
p_leak_nw = 0.566

[min_path]
min_path_type = "reg2reg"

[status]
status = "finished clean"
-- sequential cells by signal, indices dropped and copies added, names as in the netlist --
register	flops
clk_25Hz	1
counter	32
-- Yosys cell counts, types with 2 or more instances --
cell / number
nor3_1: 5
inv_1: 5
dfxtp_1: 32
nor4_1: 4
nand2_1: 19
nand4_1: 7
nor2_1: 18
nor3_2: 4
and4_1: 2
xor2_1: 13
or3_4: 2
xnor2_1: 15
nand3_1: 9
-- per-layer routing --
metal,vias to the layer above,share of wire [%]
li1,540,-
met1,432,56
met2,9,38
met3,5,4.1
met4,0,1.4
met5,-,0
-- logic make-up after synthesis --
family,share of synthesized area [%]
AND/OR/NAND/NOR,32.4
XOR/XNOR,17.0
buffers and inverters,1.65
adder cells (fa/ha/maj),0.868
AND-OR/OR-AND,1.56
flip-flops,46.5
-- power breakdown --
| part | switching, W | internal, W | total (W) |
|---|---|---|---|
| clock network | 0.000107 | 0.000172 | 0.000279 |
| registers | 0 | 0.000307 | 0.000307 |
| logic | 0 | 0 | 0.000000000241 |
| total | 0.000107 | 0.000479 | 0.000586 |
-- final timing paths --
kind	from	end	depth (start not counted)
setup / recovery	clk_25Hz	clk_25Hz	1
hold / removal	counter[0]	counter[0]	1
setup reg to reg	counter[0]	counter[24]	6
hold reg to reg	counter[0]	counter[0]	1
-- stage by stage --
stage / instance area, um2 / utilization (%) / power (W) / setup slack (ps)
floorplan: 1440 / - / 0.000314 / 2610
global placement: 1570 / 21.5 / 0.000314 / 2460
detailed placement: 1570 / 21.5 / 0.000314 / 2460
CTS: 1680 / 23.0 / 0.000593 / 2310
global route: 1680 / 23.0 / 0.000606 / 2280
finish: 1680 / 23.0 / 0.000586 / 2330
-- final cells by class --
type / count / area [um2] / area share, %
Multi-Input combinational cell: 114 / 747 / 44.5
Sequential cell: 33 / 671 / 40.0
Tap cell: 99 / 124 / 7.38
Clock buffer: 6 / 72.6 / 4.33
Clock inverter: 2 / 35.0 / 2.09
Inverter: 5 / 18.8 / 1.12
Timing Repair Buffer: 1 / 10.0 / 0.597
Power and IR drop assume default switching activity.
